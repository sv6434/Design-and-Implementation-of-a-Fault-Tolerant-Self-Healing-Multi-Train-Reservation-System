## flow/config.mk

```make
export PLATFORM = sky130hd
export DESIGN_NAME = predictive_monitor
export DESIGN_NICKNAME = predictive_monitor
export VERILOG_FILES = /design/flow/design.v
export SDC_FILE = /design/flow/constraint.sdc
export NUM_CORES = 4
export LEC_CHECK = 1
export CORE_AREA = 10 10 70 70
export DIE_AREA = 0 0 80 80
```

## flow/constraint.sdc

```tcl
current_design predictive_monitor

set clk_period 1.9
set clk_io_pct 0.2

create_clock -name clk0 -period $clk_period [get_ports {clk}]

set non_clock_inputs [all_inputs -no_clocks]
set_input_delay [expr $clk_period * $clk_io_pct] -clock clk0 $non_clock_inputs
set_output_delay [expr $clk_period * $clk_io_pct] -clock clk0 [all_outputs]
```

## flow/design.v

```verilog
`timescale 1ns / 1ps
module predictive_monitor (
    input clk, rst, fault_flag,
    output reg predict_flag
);
    reg [3:0] fault_count;
    reg prev_fault_flag;
    always @(posedge clk or posedge rst) begin
        if (rst) begin
            fault_count <= 0;
            predict_flag <= 0;
            prev_fault_flag <= 0;
        end else begin
            if (fault_flag && !prev_fault_flag)
                fault_count <= fault_count + 1;
            if (fault_count >= 3)
                predict_flag <= 1;
            prev_fault_flag <= fault_flag;
        end
    end
endmodule
```

## flow/run.sh

```bash
#!/bin/bash
# OpenROAD 26Q1-2900-gdf79404cd8, Yosys 0.63+post, stock flow scripts
make -C /OpenROAD-flow-scripts/flow DESIGN_CONFIG=/design/flow/config.mk WORK_HOME=/design/flow/orfs finish
```

==> results.env <==
ANTENNA_FOUND_INITIAL=0
PORT_BUFFERS=3
FLOORPLAN.INITIALDENSITY_PCT=6.886
SLEW-LIMIT-HEADROOM_PCT=85.29
WORSTMARGINPINSLEW_NS=0.2205
CRITPATHSLOWESTCELL='sky130_fd_sc_hd__clkdlybuf4s50_1'
VDD_DROP_MAX_uV=200.9
TIMING.FINAL.HOLD_VIOLATIONS=0
FINISH.CELL_COUNT_WITHOUT_FILLERS=68
CTS-BUFFERS-INSERTED=3
CORE.ROWCOUNT=21
PLACED_CELLS_INCL_TAPS=65
YS_TYPES=10
YOSYS_WARNINGS=1
GRT_SETUP_UNREPAIRED='false'
WORSTHOLDPATHTYPE='primary input to asynchronous set/reset pin'
FIRST_GLOBAL_VIAS=158
DIE_AREA_UM2=6400
CRITICAL_PATH_ORIGIN='predict_flag'
CPPEAKSTAGEDELAY_NS=0.47
PIN_COUNT=4
ACHIEVABLE-FREQUENCY_GHz=0.7079
FF2FF_PATH_DEPTH=2
SETUP.WORST_PATH.END='predict_flag'
GRT_START_MAX_NET_PINS=7
SETUP_VIOL_COUNT_FINAL=0
CLKTRANSATPATHREGS_NS=0.04
WL_MET2_UM=98
FINAL.SETUP.TNS_NS=0
ROUTED_WL_UM=370
MAXSLEWVIOLCOUNT=0
REGTOREGSTARTPOINT='fault_count[0]'
MAX_CAP_VIOL_COUNT=0
FIN_WORST_SKEW_NS=0.002245
PRECTSSETUPSLACK_NS=0.3866
CP_DATA_REQUIRED_TIME_NS=1.52
ROUTABILITYCONGESTION=0.7138
ANTENNA_LEFT=0
TIMING.RR.END='predict_flag'
P_LEAK_uW=0.0001295
WORSTPATHMAXFANOUT=2
STATUS='finished clean'
GLOBAL_ROUTE_USAGE_OVER_ALL_LAYERS_PCT=1.463
SYNTHTOLAYOUTAREAGROWTH_PCT=46.81
CRIT_CHAIN='clkdlybuf4s50_1'
VIAS_PER_CELL=2.015
POST_CTS_RESIZE_COUNT=0
CORE_UM2=3416
CTS-ROOT-TO-SINK-BUFFERS=2
LAYOUT_TOP_CELL='sky130_fd_sc_hd__dfrtp_1'
HTREE_LEVELS=1
LAYOUT_TOP_CELLS_EXCL_FILL_TAP='sky130_fd_sc_hd__dfrtp_1 (6), sky130_fd_sc_hd__clkbuf_4 (3), sky130_fd_sc_hd__clkdlybuf4s50_1 (3), sky130_fd_sc_hd__xnor2_1 (2)'
HOLD_BUFFERS=0
CRIT_ARRIVAL_NS=1.03
OPENROAD_WARNING_COUNT=25
YS.FLOPS=6
DESIGN_POWER_TOTAL_uW=399.1
TOTAL_NUMBER_OF_CLOCK_TREE_SINKS=6
FINALHOLDWORSTSLACK_NS=0.3569
CLOCK_TREE_FROM_TRITONCTS='built'
AVGSYNTHCELLAREA_UM2=14.70
GRT_FIRST_PASS_WIRELENGTH_UM=676
DRT-WIRELENGTH-PER-CELL_UM=5.441
DRT-MET1-WL_UM=157
FINALCRITICALPERIOD_NS=1.413
CELLPOWERDENSITY_nW_PER_UM2=1156
WORSTPATHBUFFERINVERTERCOUNT=1
SYNTH_AREA_UM2=235.2
TIMING.REG2REG.SETUP_SLACK_NS=0.69
TIMING.SETUP.CRITICAL_PATH_CLASS='register to output port'
STARTPOINT_TYPE='register'
DIEHEIGHT_UM=80
WL_MET3_UM=103
CP_TOP_FAMILY='buffers and inverters'
ROUTED-VIA-COUNT=137
DR.FIRST_ITER.DRC_COUNT=9
SETUP_WS_NS=0.4874
SYNTH-SEQ-AREA-SHARE_PCT=63.83
MIN_PERIOD_OVER_PERIOD_PCT=74.35
ANTENNA_CELLS=0
SYNTHCELLS=16
YS_CELLS=16
FILLCELLCOUNT=399
GR_OVERFLOW_TOTAL=0
CTS_SETUP_BUFFERS=0
POST-DP-HPWL_UM=309.4
DIE-WIDTH_UM=80
CLOCK_INSERTION_DELAY_WORST_SKEW_NS=0.24
FIRST_PASS_DETAILED_ROUTE_ITERATION_TOTAL=2
YS_CHIP_AREA_UM2=235.2
TIMING.CRITICAL_PATH.TO_TYPE='output port'
DRIVE_ABOVE_1_SHARE_PCT=22.73
DRC=0
HIGHEST_LAYER='met4'
CTSROOTBUFFERMASTER='sky130_fd_sc_hd__clkbuf_4'
CRITICAL_PATH_DEPTH=1
synthesized netlist by cell type:
library cell	count	area (µm²)
sky130_fd_sc_hd__dfrtp_1	6	150.1
sky130_fd_sc_hd__xnor2_1	2	17.52
sky130_fd_sc_hd__ha_1	1	12.51
sky130_fd_sc_hd__inv_1	1	3.750
sky130_fd_sc_hd__mux2_2	1	11.26
sky130_fd_sc_hd__nand2_1	1	3.750
sky130_fd_sc_hd__nand4_1	1	6.260
sky130_fd_sc_hd__nor2b_4	1	13.76
sky130_fd_sc_hd__or4_1	1	7.510
sky130_fd_sc_hd__xor2_1	1	8.760
worst min-delay path by stage:
stage	from	to	slack, ns	cells after the start
finish	rst	predict_flag	0.36	2
CTS	rst	predict_flag	0.36	2
global route	rst	predict_flag	0.38	2
state kept, by name, summed over array words and instances (netlist names):
register / flops
fault_count: 4
predict_flag: 1
prev_fault_flag: 1
metrics by stage:
step,utilization [%],instance area [µm²]
finish,10.11,345.3
global route,10.11,345.3
CTS,10.11,345.3
detailed placement,9.451,322.8
global placement,9.451,322.8
floorplan,-,235.2
cell families (layout without fill, tap and decap cells):
group,after synthesis,after routing,synth area share [%]
xor+xnor,3,3,11.17
fa+ha+maj,1,1,5.318
buf+inv,1,7,1.594
flops,6,6,63.83
mux,1,1,4.787
simple gates,4,4,13.30
area by class of cell:
| class | count | area [µm²] | area share, % |
|---|---|---|---|
| Timing Repair Buffer | 3 | 30.03 | 8.696 |
| Clock buffer | 3 | 22.52 | 6.522 |
| Multi-Input combinational cell | 9 | 81.33 | 23.55 |
| Tap cell | 46 | 57.56 | 16.67 |
| Inverter | 1 | 3.754 | 1.087 |
| Sequential cell | 6 | 150.1 | 43.48 |
per-layer routing:
| layer | global-route usage, % | vias up |
|---|---|---|
| met3 | 2.614 | 2 |
| met4 | 0.5282 | 0 |
| met1 | 1.341 | 61 |
| li1 | - | 68 |
| met2 | 1.364 | 6 |
| met5 | 0 | - |
power by group:
group	switching, µW	total [µW]	internal (µW)	leakage [µW]
combinational	28.4	76.1	47.7	0.0000480
sequential	36.6	211	174	0.0000677
clock	41.1	112	71.1	0.0000138
Power and IR drop assume default switching activity.
